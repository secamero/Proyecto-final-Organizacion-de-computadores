===== flow/config.mk =====
export PLATFORM = sky130hd
export DESIGN_NAME = async_rom_case
export DESIGN_NICKNAME = async_rom_case
export VERILOG_FILES = /design/flow/design.v
export SDC_FILE = /design/flow/constraint.sdc
export NUM_CORES = 4
export LEC_CHECK = 1
export CORE_AREA = 10 10 84 84
export DIE_AREA = 0 0 94 94
export SYNTH_MEMORY_MAX_BITS = 65536

===== flow/design.v =====
module async_rom_case
  ( input wire [7:0] r_addr,
	 output reg [28:0] r_data
	);
always @*
  case (r_addr)
     8'h00 : r_data = 29'b00000000100001000000010110101;  
	  8'h01 : r_data = 29'b00000000000001000000010000000;
	  8'h02 : r_data = 29'b01100000000010000000010000000;
	  8'h03 : r_data = 29'b00000000000000100000010000000;
	  8'h04 : r_data = 29'b00000000000000010001011000000;
	  8'h05 : r_data = 29'b00000000000000101000010000000;
	  8'h06 : r_data = 29'b01100000100110000010010000000;
	  8'h07 : r_data = 29'b00010010000010000001111000000;
	  8'h08 : r_data = 29'b10000001111110000001111000000;  
	  8'h09 : r_data = 29'b00000000000000000000000000000;
	  8'h0a : r_data = 29'b00000000000000000000000000000;
	  8'h0b : r_data = 29'b00000000000000000000000000000;
	  8'h0c : r_data = 29'b00000000000000000000000000000;
	  8'h0d : r_data = 29'b00000000000000000000000000000;
	  8'h0e : r_data = 29'b00000000000000000000000000000;
	  8'h0f : r_data = 29'b00000000000000000000000000000;
	  8'h10 : r_data = 29'b10000011101110000001111000000;  
	  8'h11 : r_data = 29'b00000000000000000000000000000;
	  8'h12 : r_data = 29'b00000000000000000000000000000;
	  8'h13 : r_data = 29'b00000000000000000000000000000;
	  8'h14 : r_data = 29'b00000000000000000000000000000;
	  8'h15 : r_data = 29'b00000000000000000000000000000;
	  8'h16 : r_data = 29'b00000000000000000000000000000;
	  8'h17 : r_data = 29'b00000000000000000000000000000;
	  8'h18 : r_data = 29'b00000000000001000000010000000;  
	  8'h19 : r_data = 29'b01100000000010000000010000000;
	  8'h1a : r_data = 29'b00000000000000100000010000000;
	  8'h1b : r_data = 29'b00000000011110010001111000000;
	  8'h1c : r_data = 29'b00000000000000000000000000000;
	  8'h1d : r_data = 29'b00000000000000000000000000000;
	  8'h1e : r_data = 29'b00000000000000000000000000000;
	  8'h1f : r_data = 29'b00000000000000000000000000000;
	  8'h20 : r_data = 29'b00000001000001000000010000000;  
	  8'h21 : r_data = 29'b00000000000000000000010000000;
	  8'h22 : r_data = 29'b00000000000000100000010000000;
	  8'h23 : r_data = 29'b00000000011110010001111000000;
	  8'h24 : r_data = 29'b00000000000000000000000000000;
	  8'h25 : r_data = 29'b00000000000000000000000000000;
	  8'h26 : r_data = 29'b00000000000000000000000000000;
	  8'h27 : r_data = 29'b00000000000000000000000000000;
	  8'h28 : r_data = 29'b10000011101010000001111000000;  
	  8'h29 : r_data = 29'b00000000000000000000000000000;
	  8'h2a : r_data = 29'b00000000000000000000000000000;
	  8'h2b : r_data = 29'b00000000000000000000000000000;
	  8'h2c : r_data = 29'b00000000000000000000000000000;
	  8'h2d : r_data = 29'b00000000000000000000000000000;
	  8'h2e : r_data = 29'b00000000000000000000000000000;
	  8'h2f : r_data = 29'b00000000000000000000000000000;
	  8'h30 : r_data = 29'b10000001000001000000010000000;  
	  8'h31 : r_data = 29'b10000011100000100000010000000;
	  8'h32 : r_data = 29'b10000000000000000011111000000;
	  8'h33 : r_data = 29'b00000000000000000000000000000;
	  8'h34 : r_data = 29'b00000000000000000000000000000;
	  8'h35 : r_data = 29'b00000000000000000000000000000;
	  8'h36 : r_data = 29'b00000000000000000000000000000;
	  8'h37 : r_data = 29'b00000000000000000000000000000;
	  8'h38 : r_data = 29'b10010011111110000001111000000;  
	  8'h39 : r_data = 29'b00000000000000000000000000000;
	  8'h3a : r_data = 29'b00000000000000000000000000000;
	  8'h3b : r_data = 29'b00000000000000000000000000000;
	  8'h3c : r_data = 29'b00000000000000000000000000000;
	  8'h3d : r_data = 29'b00000000000000000000000000000;
	  8'h3e : r_data = 29'b00000000000000000000000000000;
	  8'h3f : r_data = 29'b00000000000000000000000000000;
	  8'h40 : r_data = 29'b10100001111110000001111000000;  
	  8'h41 : r_data = 29'b00000000000000000000000000000;
	  8'h42 : r_data = 29'b00000000000000000000000000000;
	  8'h43 : r_data = 29'b00000000000000000000000000000;
	  8'h44 : r_data = 29'b00000000000000000000000000000;
	  8'h45 : r_data = 29'b00000000000000000000000000000;
	  8'h46 : r_data = 29'b00000000000000000000000000000;
	  8'h47 : r_data = 29'b00000000000000000000000000000;
	  8'h48 : r_data = 29'b11010001111110000001111000000;  
	  8'h49 : r_data = 29'b00000000000000000000000000000;
	  8'h4a : r_data = 29'b00000000000000000000000000000;
	  8'h4b : r_data = 29'b00000000000000000000000000000;
	  8'h4c : r_data = 29'b00000000000000000000000000000;
	  8'h4d : r_data = 29'b00000000000000000000000000000;
	  8'h4e : r_data = 29'b00000000000000000000000000000;
	  8'h4f : r_data = 29'b00000000000000000000000000000;
	  8'h50 : r_data = 29'b00000000000001000000010001010;  
	  8'h51 : r_data = 29'b01100000000010000001111000000;
	  8'h52 : r_data = 29'b00000000000000000000010000000;
	  8'h53 : r_data = 29'b00000000000000100000010000000;
	  8'h54 : r_data = 29'b00000000000010010001111000000;
	  8'h55 : r_data = 29'b00000000000000000000000000000;
	  8'h56 : r_data = 29'b00000000000000000000000000000;
	  8'h57 : r_data = 29'b00000000000000000000000000000;
	  8'h58 : r_data = 29'b00000000000001000000010010010;  
	  8'h59 : r_data = 29'b01100000000010000001111000000;
	  8'h5a : r_data = 29'b00000000000000000000010000000;
	  8'h5b : r_data = 29'b00000000000000100000010000000;
	  8'h5c : r_data = 29'b00000000000010010001111000000;
	  8'h5d : r_data = 29'b00000000000000000000000000000;
	  8'h5e : r_data = 29'b00000000000000000000000000000;
	  8'h5f : r_data = 29'b00000000000000000000000000000;
	  8'h60 : r_data = 29'b00000000000001000000010011010;  
	  8'h61 : r_data = 29'b01100000000010000001111000000;
	  8'h62 : r_data = 29'b00000000000000000000010000000;
	  8'h63 : r_data = 29'b00000000000000100000010000000;
	  8'h64 : r_data = 29'b00000000000010010001111000000;
	  8'h65 : r_data = 29'b00000000000000000000000000000;
	  8'h66 : r_data = 29'b00000000000000000000000000000;
	  8'h67 : r_data = 29'b00000000000000000000000000000;
	  8'h68 : r_data = 29'b00000000000001000000010100010;  
	  8'h69 : r_data = 29'b01100000000010000001111000000;
	  8'h6a : r_data = 29'b00000000000000000000010000000;
	  8'h6b : r_data = 29'b00000000000000100000010000000;
	  8'h6c : r_data = 29'b00000000000010010001111000000;
	  8'h6d : r_data = 29'b00000000000000000000000000000;
	  8'h6e : r_data = 29'b00000000000000000000000000000;
	  8'h6f : r_data = 29'b00000000000000000000000000000;
	  8'h70 : r_data = 29'b00000000000001000000010000000;  
	  8'h71 : r_data = 29'b00000000000000100000010000000;
	  8'h72 : r_data = 29'b00000000010110010000010000000;
	  8'h73 : r_data = 29'b01100000000000100000010000000;
	  8'h74 : r_data = 29'b00000000100001000010010000000;
	  8'h75 : r_data = 29'b00000000000000000000000000000;  
	  8'h76 : r_data = 29'b00000010100010000001111000000;
	  8'h77 : r_data = 29'b00000000000000000000000000000;
	  8'h78 : r_data = 29'b01100000100111000000010000000;  
	  8'h79 : r_data = 29'b00000000000000000000010000000;
	  8'h7a : r_data = 29'b00000000000000100000010000000;
	  8'h7b : r_data = 29'b00000000000010010001111000000;
	  8'h7c : r_data = 29'b00000000000000000000000000000;
	  8'h7d : r_data = 29'b00000000000000000000000000000;
	  8'h7e : r_data = 29'b00000000000000000000000000000;
	  8'h7f : r_data = 29'b00000000000000000000000000000;
	  8'h80 : r_data = 29'b00000000000000000000000000000;
	  8'h81 : r_data = 29'b00000000000000000000000000000;
	  8'h82 : r_data = 29'b00000000000000000000000000000;
	  8'h83 : r_data = 29'b00000000000000000000000000000;
	  8'h84 : r_data = 29'b00000000000000000000000000000;
	  8'h85 : r_data = 29'b00000000000000000000000000000;
	  8'h86 : r_data = 29'b00000000000000000000000000000;
	  8'h87 : r_data = 29'b00000000000000000000000000000;
	  8'h88 : r_data = 29'b11110011111110000001111000000;  
	  8'h89 : r_data = 29'b00000000000000000000000000000;
	  8'h8a : r_data = 29'b00000000000000000000000000000;
	  8'h8b : r_data = 29'b00000000000000000000000000000;
	  8'h8c : r_data = 29'b00000000000000000000000000000;
	  8'h8d : r_data = 29'b00000000000000000000000000000;
	  8'h8e : r_data = 29'b00000000000000000000000000000;
	  8'h8f : r_data = 29'b00000000000000000000000000000;
	  8'h90 : r_data = 29'b10000111111110000001111000000;  
	  8'h91 : r_data = 29'b00000000000000000000000000000;
	  8'h92 : r_data = 29'b00000000000000000000000000000;
	  8'h93 : r_data = 29'b00000000000000000000000000000;
	  8'h94 : r_data = 29'b00000000000000000000000000000;
	  8'h95 : r_data = 29'b00000000000000000000000000000;
	  8'h96 : r_data = 29'b00000000000000000000000000000;
	  8'h97 : r_data = 29'b00000000000000000000000000000;
	  8'h98 : r_data = 29'b10110001111110000001111000000;  
	  8'h99 : r_data = 29'b00000000000000000000000000000;
	  8'h9a : r_data = 29'b00000000000000000000000000000;
	  8'h9b : r_data = 29'b00000000000000000000000000000;
	  8'h9c : r_data = 29'b00000000000000000000000000000;
	  8'h9d : r_data = 29'b00000000000000000000000000000;
	  8'h9e : r_data = 29'b00000000000000000000000000000;
	  8'h9f : r_data = 29'b00000000000000000000000000000;
	  8'ha0 : r_data = 29'b00000000000000000000000000000;
	  8'ha1 : r_data = 29'b00000000000000000000000000000;
	  8'ha2 : r_data = 29'b00000000000000000000000000000;
	  8'ha3 : r_data = 29'b00000000000000000000000000000;
	  8'ha4 : r_data = 29'b00000000000000000000000000000;
	  8'ha5 : r_data = 29'b00000000000000000000000000000;
	  8'ha6 : r_data = 29'b00000000000000000000000000000;
	  8'ha7 : r_data = 29'b00000000000000000000000000000;
	  8'ha8 : r_data = 29'b00000000000000000000000000000;
	  8'ha9 : r_data = 29'b00000000000000000000000000000;
	  8'haa : r_data = 29'b00000000000000000000000000000;
	  8'hab : r_data = 29'b00000000000000000000000000000;
	  8'hac : r_data = 29'b00000000000000000000000000000;
	  8'had : r_data = 29'b00000000000000000000000000000;
	  8'hae : r_data = 29'b00000000000000000000000000000;
	  8'haf : r_data = 29'b00000000000000000000000000000;
	  8'hb0 : r_data = 29'b00000000000000000000000000000;
	  8'hb1 : r_data = 29'b00000000000000000000000000000;
	  8'hb2 : r_data = 29'b00000000000000000000000000000;
	  8'hb3 : r_data = 29'b00000000000000000000000000000;
	  8'hb4 : r_data = 29'b00000000000000000000000000000;
	  8'hb5 : r_data = 29'b00000000000000000000000000000;
	  8'hb6 : r_data = 29'b00000000000000000000000000000;
	  8'hb7 : r_data = 29'b00000000000000000000000000000;
	  8'hb8 : r_data = 29'b00000000000000000000000000000;
	  8'hb9 : r_data = 29'b00000000000000000000000000000;
	  8'hba : r_data = 29'b00000000000000000000000000000;
	  8'hbb : r_data = 29'b00000000000000000000000000000;
	  8'hbc : r_data = 29'b00000000000000000000000000000;
	  8'hbd : r_data = 29'b00000000000000000000000000000;
	  8'hbe : r_data = 29'b00000000000000000000000000000;
	  8'hbf : r_data = 29'b00000000000000000000000000000;
	  8'hc0 : r_data = 29'b00000000000000000000000000000;
	  8'hc1 : r_data = 29'b00000000000000000000000000000;
	  8'hc2 : r_data = 29'b00000000000000000000000000000;
	  8'hc3 : r_data = 29'b00000000000000000000000000000;
	  8'hc4 : r_data = 29'b00000000000000000000000000000;
	  8'hc5 : r_data = 29'b00000000000000000000000000000;
	  8'hc6 : r_data = 29'b00000000000000000000000000000;
	  8'hc7 : r_data = 29'b00000000000000000000000000000;
	  8'hc8 : r_data = 29'b00000000000000000000000000000;
	  8'hc9 : r_data = 29'b00000000000000000000000000000;
	  8'hca : r_data = 29'b00000000000000000000000000000;
	  8'hcb : r_data = 29'b00000000000000000000000000000;
	  8'hcc : r_data = 29'b00000000000000000000000000000;
	  8'hcd : r_data = 29'b00000000000000000000000000000;
	  8'hce : r_data = 29'b00000000000000000000000000000;
	  8'hcf : r_data = 29'b00000000000000000000000000000;
	  8'hd0 : r_data = 29'b00000000000000000000000000000;
	  8'hd1 : r_data = 29'b00000000000000000000000000000;
	  8'hd2 : r_data = 29'b00000000000000000000000000000;
	  8'hd3 : r_data = 29'b00000000000000000000000000000;
	  8'hd4 : r_data = 29'b00000000000000000000000000000;
	  8'hd5 : r_data = 29'b00000000000000000000000000000;
	  8'hd6 : r_data = 29'b00000000000000000000000000000;
	  8'hd7 : r_data = 29'b00000000000000000000000000000;
	  8'hd8 : r_data = 29'b00000000000000000000000000000;
	  8'hd9 : r_data = 29'b00000000000000000000000000000;
	  8'hda : r_data = 29'b00000000000000000000000000000;
	  8'hdb : r_data = 29'b00000000000000000000000000000;
	  8'hdc : r_data = 29'b00000000000000000000000000000;
	  8'hdd : r_data = 29'b00000000000000000000000000000;
	  8'hde : r_data = 29'b00000000000000000000000000000;
	  8'hdf : r_data = 29'b00000000000000000000000000000;
	  8'he0 : r_data = 29'b00000000000000000000000000000;
	  8'he1 : r_data = 29'b00000000000000000000000000000;
	  8'he2 : r_data = 29'b00000000000000000000000000000;
	  8'he3 : r_data = 29'b00000000000000000000000000000;
	  8'he4 : r_data = 29'b00000000000000000000000000000;
	  8'he5 : r_data = 29'b00000000000000000000000000000;
	  8'he6 : r_data = 29'b00000000000000000000000000000;
	  8'he7 : r_data = 29'b00000000000000000000000000000;
	  8'he8 : r_data = 29'b00000000000000000000000000000;
	  8'he9 : r_data = 29'b00000000000000000000000000000;
	  8'hea : r_data = 29'b00000000000000000000000000000;
	  8'heb : r_data = 29'b00000000000000000000000000000;
	  8'hec : r_data = 29'b00000000000000000000000000000;
	  8'hed : r_data = 29'b00000000000000000000000000000;
	  8'hee : r_data = 29'b00000000000000000000000000000;
	  8'hef : r_data = 29'b00000000000000000000000000000;
	  8'hf0 : r_data = 29'b00000000000000000000000000000;
	  8'hf1 : r_data = 29'b00000000000000000000000000000;
	  8'hf2 : r_data = 29'b00000000000000000000000000000;
	  8'hf3 : r_data = 29'b00000000000000000000000000000;
	  8'hf4 : r_data = 29'b00000000000000000000000000000;
	  8'hf5 : r_data = 29'b00000000000000000000000000000;
	  8'hf6 : r_data = 29'b00000000000000000000000000000;
	  8'hf7 : r_data = 29'b00000000000000000000000000000;
	  8'hf8 : r_data = 29'b00000000000000000000000000000;
	  8'hf9 : r_data = 29'b00000000000000000000000000000;
	  8'hfa : r_data = 29'b00000000000000000000000000000;
	  8'hfb : r_data = 29'b00000000000000000000000000000;
	  8'hfc : r_data = 29'b00000000000000000000000000000;
	  8'hfd : r_data = 29'b00000000000000000000000000000;
	  8'hfe : r_data = 29'b00000000000000000000000000000;
	  8'hff : r_data = 29'b00000000000000000000000000000;
	  default : r_data = 29'b00000000000000000000000000000;
	 endcase
endmodule 

===== flow/constraint.sdc =====
current_design async_rom_case

set clk_period 4.2
set clk_io_pct 0.2

create_clock -name clk0 -period $clk_period

set non_clock_inputs [all_inputs -no_clocks]
set_input_delay [expr $clk_period * $clk_io_pct] -clock clk0 $non_clock_inputs
set_output_delay [expr $clk_period * $clk_io_pct] -clock clk0 [all_outputs]

===== flow/run.sh =====
#!/bin/bash
# OpenROAD 26Q1-2900-gdf79404cd8, Yosys 0.63+post, stock flow scripts
make -C /OpenROAD-flow-scripts/flow DESIGN_CONFIG=/design/flow/config.mk WORK_HOME=/design/flow/orfs finish

==> design notes <==
The flow ran to the end, and the final reports show no timing, DRC or antenna violations. Element type at the critical path end: an output port. The first global-routing pass estimated 8470 µm of wire. With the width of the die at 94 µm, the number of diodes added for antenna fixing is 0. Static timing analysis puts the maximum clock frequency at 246 MHz. Counting the clock-network buffers in the layout gives 0.

Number of antenna-violating nets in the routed design: 0. The total negative setup slack was 0 ns; the cell area after synthesis was 1340 µm². Entering global routing, the biggest net connects 41 pins.

Once placement completed, the tool counted placed cells totaling 305. Number of max-slew violations in the final report: 0. With the fraction of met3 tracks used by global routing at 2.83%, the final period demand of the worst path is 4.06 ns. Initial antenna violation count: 0. The max-capacitance violation count came out at 0. The area recorded from the Yosys report for this design is 1340 µm². The run gives 0% for the fraction of the yosys area taken by sequential cells.

Across all setup checks in the final design, the least slack found is 0.138 ns. Die outline area: 8840 µm². Worst min-delay path class: input port to output port.

Global routing consumed, on the met1 layer, 16.4% of the routing resources. The commonest cells after synthesis are 20 x sky130_fd_sc_hd__o21ai_0, 14 x sky130_fd_sc_hd__nor2_1, 13 x sky130_fd_sc_hd__nand2_1. The run gives 0.0266 mV as the maximum vdd ir drop. The run gives 5.60 for the vias per cell. The final layout contains routed wiring with a total length of 5190 µm. Area share of the largest cell type after synthesis: 7.45%. The total power per unit cell area works out to 82.0 nW/µm².

The total number of yosys warnings was 1. Dividing the synthesized area by the synthesized cell count gives 6.34 µm². The run gives 2.86 ns as the worst hold slack. Per the slew report, the remaining headroom to the max-slew limit stands at 66.1%.

The largest total area in the synthesized netlist belongs to sky130_fd_sc_hd__o21ai_0. By area the synthesized netlist is led by sky130_fd_sc_hd__o21ai_0 7.4%, sky130_fd_sc_hd__ha_1 5.6%, sky130_fd_sc_hd__nand2b_1 5.6%. Of the total power, the share spent switching nets is 53.4%. After global routing the overflow that remains totals 0. The count of instantiated cells in the yosys netlist came out at 212.

The worst setup path is launched from an input port. The starting utilization of the core area was 25.8%. Combinational logic burns 100.0% of the power.

The run gives 0 for the post-detailed-route DRC marker count. The tools report the first-pass iteration count of the detailed router as 4. Total global-route track usage over all layers is 11.5%. The I/O pin count is 37. Per the run report, area growth between synthesis and finish was 34.5%.

From bottom edge to top edge, the die measures 94 µm. For this design, the CTS-stage hold fixing added 0 buffers. The run gives 61 for the count of distinct cell types in the synthesized netlist.

met2 is the most crowded layer. The logs give 17.0% for the global-route met2 utilization and 0 for the flop count. Detailed routing inserted a total of 1709 vias. The final timing report counts setup violations totalling 0. The tools report the number of placement rows as 26. For the switching power, the log shows 0.0791 mW. The congestion estimate from routability-driven global placement came to 0.908. Across the whole layout, storage elements account for 0 µm².

For this block, the initial DRC count from the detailed router was 188. Per the final layout report, the fraction of cells sized above drive strength 1 comes to 11.1%. For the overall power consumption, the log shows 0.148 mW. The transition time at the pin with the least slew margin is 0.503 ns. With the number of cells in the finished layout apart from fillers at 305, the HPWL reported at the end of detailed placement is 3960 µm. The core region is 5200 µm². Looking at the power breakdown, the clock network takes 0% of the total. Per the detail_route report, routed wire per instance is 17.0 µm. Setup repair after global routing left no endpoint under its margin. The run gives 0.131 ns as the setup slack after placement. With the number of global-route vias before repair at 1606, the number of warning messages in the logs is 37.

The cell count after synthesis is 212. Start-to-end type of the worst setup path: input port to output port. The most used standard cell by instance count after synthesis was sky130_fd_sc_hd__o21ai_0. The tools report the sequential share of power as 0%. Number of input and output port buffers inserted: 35. Internal power comes to 0.0691 mW. Max fanout on the critical path was recorded as 9. According to the timing report, the arrival time at the worst endpoint equals 3.22 ns. Counting endpoints that fail hold in the final report gives 0. Dividing the final minimum period by the clock period gives 96.7%. The tools report the leakage dissipation as 0.641 nW. The critical path required time was 3.36 ns.
worst paths after layout:
check,start,cells past startpoint,slack [ns],endpoint
hold / removal,r_addr[5],5,2.86,r_data[5]
setup / recovery,r_addr[1],8,0.14,r_data[25]
cells in the final DEF (no fill, tap or decap), types with 4 or more instances in the layout:
| cell type | count |
|---|---|
| sky130_fd_sc_hd__o21ai_0 | 20 |
| sky130_fd_sc_hd__nand3b_1 | 6 |
| sky130_fd_sc_hd__nor2b_1 | 5 |
| sky130_fd_sc_hd__nor2_1 | 14 |
| sky130_fd_sc_hd__ha_1 | 6 |
| sky130_fd_sc_hd__nor3_1 | 10 |
| sky130_fd_sc_hd__buf_4 | 11 |
| sky130_fd_sc_hd__clkdlybuf4s50_1 | 35 |
| sky130_fd_sc_hd__a211oi_1 | 5 |
| sky130_fd_sc_hd__a21oi_1 | 10 |
| sky130_fd_sc_hd__mux2i_1 | 4 |
| sky130_fd_sc_hd__nand2_1 | 13 |
| sky130_fd_sc_hd__nand2b_1 | 12 |
| sky130_fd_sc_hd__or3_1 | 4 |
| sky130_fd_sc_hd__o211ai_1 | 5 |
| sky130_fd_sc_hd__nand3_1 | 9 |
| sky130_fd_sc_hd__buf_12 | 4 |
| sky130_fd_sc_hd__inv_1 | 7 |
timing repair:
item | 4_1_cts | 5_1_grt
setup endpoints to repair | 0 | 3
resized | 0 | 2
setup buffers | 0 | 0
worst max-delay path, cell delays in order:
cell and delay [ns]:
sky130_fd_sc_hd__clkdlybuf4s50_1 0.46, sky130_fd_sc_hd__inv_1 0.13, sky130_fd_sc_hd__ha_1 0.35, sky130_fd_sc_hd__nand2b_1 0.23
sky130_fd_sc_hd__or3_1 0.39, sky130_fd_sc_hd__a21o_1 0.19, sky130_fd_sc_hd__o21ai_1 0.13, sky130_fd_sc_hd__clkdlybuf4s50_1 0.48
area by class of cell:
type                       instances  area (µm²)
fill                             564        3400
inverter                           7        26.3
multi-input combinational        178        1180
tap                               70        87.6
timing repair buffer              50         513
cell families after synthesis:
kind of cell	share of synthesized area, %
compound gates	36.3
fa+ha+maj	5.59
other cells	0.279
simple gates	40.3
buf+inv	13.2
mux	2.98
xor+xnor	1.30
per-layer routing:
layer,vias to the layer above,share of wire [%]
li1,844,-
met1,754,44
met2,98,43
met3,13,11
met4,0,1.8
met5,-,0
power by group through the flow:
stage / Clock (mW) / Sequential [mW] / Combinational, mW
4_1_cts: 0 / 0 / 0.147
5_1_grt: 0 / 0 / 0.163
6_report: 0 / 0 / 0.148
through the flow:
step                utilization [%]  cell area [µm²]
global route                   34.7             1810
finish                         34.7             1810
global placement               34.5             1800
detailed placement             34.5             1800
CTS                            34.5             1800
floorplan                         -             1350
Power is estimated from default activity; no workload was simulated.
