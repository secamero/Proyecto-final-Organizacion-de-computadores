File: flow/run.sh
#!/bin/bash
# OpenROAD 26Q1-2900-gdf79404cd8, Yosys 0.63+post, stock flow scripts
make -C /OpenROAD-flow-scripts/flow DESIGN_CONFIG=/design/flow/config.mk WORK_HOME=/design/flow/orfs finish
File: flow/config.mk
export PLATFORM = sky130hd
export DESIGN_NAME = sp_ram
export DESIGN_NICKNAME = sp_ram
export VERILOG_FILES = /design/flow/design.v
export SDC_FILE = /design/flow/constraint.sdc
export NUM_CORES = 4
export LEC_CHECK = 1
export CORE_UTILIZATION = 50
File: flow/constraint.sdc
current_design sp_ram

set clk_period 52.4
set clk_io_pct 0.2

create_clock -name clk0 -period $clk_period [get_ports {clk}]

set non_clock_inputs [all_inputs -no_clocks]
set_input_delay [expr $clk_period * $clk_io_pct] -clock clk0 $non_clock_inputs
set_output_delay [expr $clk_period * $clk_io_pct] -clock clk0 [all_outputs]
File: flow/design.v
module sp_ram #(parameter DATA_WIDTH = 8,
								  ADDR_WIDTH = 8)
(		input wire  wr_rdn,
		input wire  clk,
		input wire  [ADDR_WIDTH-1:0] addr,
		input wire  [DATA_WIDTH-1:0] w_data,
		output wire [DATA_WIDTH-1:0] r_data);
reg  [DATA_WIDTH-1:0] ram [2**ADDR_WIDTH-1:0];
reg  [ADDR_WIDTH-1:0] addr_reg;
always @(posedge clk) begin
	if (wr_rdn) begin
		ram[addr] <= w_data;
	end
	addr_reg <= addr;
end
assign r_data = ram[addr_reg];
endmodule 
==> impl_metrics.json <==
{
  "mux_share_pct": 14.6,
  "seq_area_mm2": 0.0617,
  "top_regs": "ram x2048",
  "largest_reg_flops": 2048,
  "aoi_share_pct": 3.42,
  "hold_violations": 0,
  "num_vias": 38000,
  "syn_area_mm2": 0.0796,
  "die_area_mm2": 0.161,
  "p_leak_uw": 0.0275,
  "avgRoutedWirePerCell_um": 31.9,
  "synth-xor-area-share_pct": 0,
  "track_usage_pct": 28.2,
  "rsz0062_at_grt": "no",
  "syn_area_per_cell_um2": 21.3,
  "drc_errors": 0,
  "synthAdderAreaFrac_pct": 0,
  "fp-row-count": 146,
  "ys_cells": 3733,
  "cp-start-kind": "register",
  "ys_chip_area_mm2": 0.0796,
  "post-dp-hpwl_mm": 118,
  "drv_slew": 0,
  "syn_to_final_growth_pct": 11.9,
  "end_kind": "output pin",
  "async_flop_share_pct": 0,
  "largest-register": "ram",
  "final_cell_mix": "edfxtp_1, mux4_2, nor2_1",
  "ys_ff": 2056,
  "ctsResizeCount": 0,
  "cts_sinks": 2056,
  "cts_root_buffer": "clkbuf_16",
  "relSlewSlack_pct": 26.9,
  "path_class": "reg -> out",
  "cp_common_cell": "buf_4",
  "top_logic_kind": "multiplexers",
  "post_cts_buffers": 0,
  "combGateArea_mm2": 0.0165,
  "outcome": "completed",
  "gp_congestion": 0.901,
  "first_pass_iters": 5,
  "fillers": 11600,
  "layout_top_cell": "edfxtp_1",
  "first_global_vias": 41800,
  "cp.required_ps": 41920,
  "setup_viol": 0,
  "cts_tree": "done",
  "ir_drop_v": 0.0000368,
  "syn_inst": 3733,
  "edf_count": 2048,
  "fin_crit_sh_pct": 32.4,
  "cts.reportedPaths.clkPinSlew_ps": 60,
  "p_per_area_mw_per_mm2": 38.1,
  "die_h_um": 401,
  "die_w_um": 401,
  "ys.warnings.count": 1,
  "busiest_layer": "met1",
  "clock_path_buffers": 3,
  "pin_count": 26,
  "yosys.stat.seqShare_pct": 77.5,
  "core_util_floorplan_pct": 50.3,
  "crit_family": "buffers and inverters",
  "hold_slack_ps": 10080,
  "crit_slowest_cell": "buf_4",
  "grt_pass1_wl_mm": 288,
  "cts_buffers": 204,
  "overflow": 0,
  "finalWirelength_mm": 196,
  "cap_violations": 0,
  "grt_antenna_before_repair": 8,
  "synth.distinct_cells": 55,
  "drive_above_1_share_pct": 23.5,
  "critical_path.max_stage_delay_ps": 670,
  "grt_util_met1_pct": 41.0,
  "gr-usage-met3_pct": 19.3,
  "tool_warnings": 32,
  "grt_max_degree": 137,
  "core-area_mm2": 0.158,
  "tns_ps": 0,
  "critPathBufInv": 6,
  "met2_usage_pct": 39.5,
  "simple_gate_share_pct": 2.63,
  "drt_iter0_markers": 2443,
  "arrival_ps": 6500,
  "via_per_inst": 6.18,
  "hold_class": "in -> reg",
  "fmax_mhz": 58.9,
  "path_max_fanout": 63,
  "flop_cell": "edfxtp_1",
  "crit_chain": "buf_12 -> buf_4 -> buf_4 -> buf_4 -> mux2i_1 -> o221ai_1 -> nand2_1 -> a21oi_1 -> nor4_1 -> nor4_1 -> buf_4 -> clkdlybuf4s50_1",
  "period_needed_ps": 16980,
  "ant_nets": 0,
  "h-tree-depth": 4,
  "tightest_slew_ps": 1090,
  "portBuffers": 25,
  "cts_hold_buf": 0
}
==> Yosys cell counts, drive strengths merged, types with 12 or more instances <==
master  count  area, um2
o21ai      12       60.1
edfxtp   2048      61500
nand3      34        170
a21oi      96        480
nor3       22        110
a221oi     14        129
a22oi     133        998
nand2      33        124
o22ai      28        175
nor2      282       1060
mux4      456      10300
nor4       27        188
mux2i     134       1340
nor2b      31        194
buf       122       1030
a211oi     16        120
o221ai     47        418
clkbuf    111        417
==> per-stage QoR <==
step	utilization [%]	power (uW)	area, um2	std cells	setup WS (ps)
after floorplan	-	1940	79600	3733	39790
after global placement	52.2	2010	82500	5774	35820
after detailed placement	52.2	2010	82500	5775	36230
after CTS	56.3	3420	89000	6152	35280
after global routing	56.3	3490	89000	6152	34900
final	56.3	3390	89000	6154	35420
==> power breakdown <==
part / total [uW] / internal (uW) / leakage [uW] / switching, uW
Clock: 1420 / 809 / 0.00318 / 608
Combinational: 160 / 55.9 / 0.00585 / 104
Sequential: 1820 / 1810 / 0.0185 / 4.22
Total: 3390 / 2680 / 0.0275 / 717
==> layer usage <==
layer | wire [um] | up-vias
met2 | 92400 | 2143
li1 | - | 16100
met1 | 66900 | 19500
met5 | 266 | -
met3 | 31600 | 310
met4 | 5210 | 18
==> path summary, 6_finish.rpt <==
check | startpoint | endpoint | depth (start not counted) | slack [ps]
max | register | r_data[4] | 12 | 35420
min | w_data[0] | ram[82][0] | 1 | 10080
==> area by class of cell <==
type                    instances  share of cell area (%)
diodes                          2                 0.00562
clock buffers                 249                    5.97
clock inverters               128                    1.31
inverters                       2                 0.00843
multi-input cells            1442                    18.6
flip-flops and latches       2056                    69.3
well taps                    2072                    2.91
repair buffers                203                    1.94
==> logic make-up after synthesis <==
logic type	count (synthesis)
muxes	591
AOI/OAI and AO/OA	385
buffers and inverters	235
and+or+nand+nor	466
DFF	2056
Power figures rest on the tool's default switching activity, not on a simulated workload.
