==> design/flow/design.v <==
`timescale 1ns / 1ps
module ALU
  #(parameter MAX_WIDTH = 8)
  (
    input wire clk,
	 input wire rst,
	 input wire [MAX_WIDTH-1:0] busA,
	 input wire [MAX_WIDTH-1:0] busB,
	 input wire [2:0] selop,
	 input wire [1:0] shamt,
	 input wire enaf,
	 output wire [MAX_WIDTH-1:0] busC,
	 output wire C,
	 output wire N,
	 output wire P,
	 output wire Z
  );
  wire[MAX_WIDTH-1:0] result, busShift;
  wire carry;
  assign busC = busShift;
  processing_unit #(.N(MAX_WIDTH)) PU (
	.dataa(busA),
	.datab(busB),
	.selop(selop),
	.result(result),
	.cout(carry)
  );
  flag_register #(.MAX_WIDTH(MAX_WIDTH)) FR (
	.clk(clk),
	.rst(rst),
	.enaf(enaf),
	.dataa(busShift),
	.carry(carry),
	.C(C),
	.N(N),
	.P(P),
	.Z(Z)
  );
  shift_unit #(.N(MAX_WIDTH)) SU (
	.shamt(shamt),
	.dataa(result),
	.dataout(busShift));
endmodule 
module RegisterFile #(parameter DATA_WIDTH = 8,
										  ADDR_WIDTH = 3)
(	input wire  clk,
	input wire  wr_en,  
	input wire  [ADDR_WIDTH-1:0] w_addr, r_addr,    
	input wire  [DATA_WIDTH-1:0] w_data,
	output wire [DATA_WIDTH-1:0] r_data, r2_data);  
reg [DATA_WIDTH-1:0] array_reg [2**ADDR_WIDTH-1:0];
wire [ADDR_WIDTH-1:0] r2_addr;	
initial begin
  array_reg[0] = 8'b00000000;
  array_reg[1] = 8'b00000000;
  array_reg[2] = 8'b00000000;
  array_reg[3] = 8'b00000000;
  array_reg[4] = 8'b00000000;
  array_reg[5] = 8'b00000000;
  array_reg[6] = 8'b11111111;
  array_reg[7] = 8'b00000000;
end  
always @(posedge clk) begin
	if (wr_en) begin
		array_reg[w_addr] <= w_data;
	end
end
assign r2_addr = 3'b111;
assign r_data = array_reg[r2_addr];  
assign r2_data = array_reg[r_addr];  
endmodule 
module add_sub #(parameter N = 8)(
	input wire  [N-1:0] a,
	input wire  [N-1:0] b,
	input wire 	addn_sub,
	output wire [N-1:0] s,
	output wire cout);
wire [N-1:0] bxor;
wire [N-1:0] add_nsub_vector;
assign add_nsub_vector = {N{addn_sub}};
assign bxor = b ^ add_nsub_vector;
nbit_adder #(.N(N)) adder_instance(
	.a(a),
	.b(bxor),
	.cin(addn_sub),  
	.s(s),
	.cout(cout));
endmodule 
module dff_sclr (
	input wire d,
	input wire clk,
	input wire en,
	input wire sclr,
	input wire rst,
	output reg q
	);
	always @(posedge clk, posedge rst) begin
		if (rst)
			q <= 1'b0;
		else if (en)
			if (sclr)
				q <= 1'b0;
			else
				q <= d;
		end
endmodule
module flag_register #(parameter MAX_WIDTH = 8)(
	input wire clk,
	input wire rst,
	input wire enaf,
	input wire [MAX_WIDTH-1:0] dataa,
	input wire carry,
	output reg C,
	output reg N,
	output reg P,
	output reg Z);
initial begin
	C = 1'b0;
	N = 1'b0;
	P = 1'b0;
	Z = 1'b0;
end
always @(posedge clk, posedge rst) begin
	if (rst) begin
		C <= 1'b0;
		N <= 1'b0;
		P <= 1'b0;
		Z <= 1'b0;
	end else if (enaf) begin
		C <= carry;
		N <= dataa[MAX_WIDTH-1];  
		P <= ~(dataa[7] ^ dataa[6] ^ dataa[5] ^ dataa[4] ^ dataa[3] ^ dataa[2] ^ dataa[1] ^ dataa[0]);
		Z <= (dataa == 0) ? 1'b1 : 1'b0;
	end
end
endmodule	
module full_adder(
	input wire a,
	input wire b,
	input wire cin,
	output wire cout,
	output wire s);
assign s 	= a ^ b ^ cin;  
assign cout = (a & b) | (a & cin) | (b & cin);  
endmodule
module mdr #(parameter MAX_WIDTH = 8)
(		input wire  en,
		input wire  clk,
		input wire  rst,
		input wire  sclr,
		input wire  [MAX_WIDTH-1:0] busALU,
		input wire  [MAX_WIDTH-1:0] busRAM,
		input wire  mdr_alu_n,
		output wire [MAX_WIDTH-1:0] busDATA_OUT,
		output wire [MAX_WIDTH-1:0] busC);
wire [MAX_WIDTH-1:0] q1;
reg_DFF_sclr #(.MAX_WIDTH(MAX_WIDTH)) regiRAM(
	.clk(clk),
	.rst(rst),
	.en(en),
	.sclr(sclr),
	.d(busRAM),
	.q(q1));
reg_DFF_sclr #(.MAX_WIDTH(MAX_WIDTH)) regiOUT(
	.clk(clk),
	.rst(rst),
	.en(en),
	.sclr(sclr),
	.d(busALU),
	.q(busDATA_OUT));
assign busC = (mdr_alu_n == 1'b0) ? busALU : q1;
endmodule
module nbit_adder #(parameter N = 8)
	(
		input wire [N-1:0] a,
		input wire [N-1:0] b,
		input wire cin,
		output wire [N-1:0] s,
		output wire cout);
	wire [N-1:0] carry;
	genvar i;
	generate
		for (i = N-1; i >= 0; i = i-1) begin: Adder_Gen
			if (i == 0) begin: bit0
				full_adder Bit_0 (.a(a[i]), .b(b[i]), .cin(cin), .s(s[i]), .cout(carry[i]));
			end else begin: bitn
				full_adder Bit_N (.a(a[i]), .b(b[i]), .cin(carry[i-1]), .s(s[i]), .cout(carry[i]));
			end
		end
	endgenerate
	 assign cout = carry[N-1];
endmodule 
`timescale 1 ns/10 ps
module processing_unit #(parameter N = 8)  
(
	input wire [N-1:0] dataa,
	input wire [N-1:0] datab,
	input wire [2:0] selop,
	output reg [N-1:0] result,
	output wire cout
);
wire [N-1:0] not_b;
wire [N-1:0] a_and_b;
wire [N-1:0] a_or_b;
wire [N-1:0] a_xor_b;
wire [N-1:0] a_plus_b;
wire [N-1:0] b_plus_one;
wire [N-1:0] neg_b;
wire c_add, c_plus1, c_negB;
wire [N-1:0] zeros;
assign zeros = {N{1'b0}};
assign not_b = ~datab;
assign a_and_b = dataa & datab;
assign a_or_b = dataa | datab;
assign a_xor_b = dataa ^ datab;
add_sub #(.N(N)) AplusB (
	.a (dataa),
	.b (datab),
	.addn_sub(1'b0),
	.s(a_plus_b),
	.cout(c_add)
);
add_sub #(.N(N)) Bplus1 (
	.a(datab),
	.b({zeros[N-1:1],1'b1}),
	.addn_sub(1'b0),
	.s(b_plus_one),
	.cout(c_plus1)
);
add_sub #(.N(N)) negB (
	.a({N{1'b0}}),
	.b(datab),
	.addn_sub(1'b1),
	.s(neg_b),
	.cout(c_negB)
);
always @(*) begin 
	case (selop)
		3'b000: result = datab;
		3'b001: result = not_b;
		3'b010: result = a_and_b;
		3'b011: result = a_or_b;
		3'b100: result = a_xor_b;
		3'b101: result = a_plus_b;
		3'b110: result = b_plus_one;
		default: result = neg_b;
	endcase
end
assign cout = (selop[2:0] == 3'b101) ? c_add :
				  (selop[2:0] == 3'b010) ? c_plus1:
				  (selop[2:0] == 3'b111) ? c_negB : 1'b0;
endmodule 
module reg_DFF_sclr
	#(	parameter MAX_WIDTH = 8)
	(	input wire 		clk,
		input wire 		rst,
		input wire 		en,
		input wire 		sclr,
		input wire 		[MAX_WIDTH-1:0] d,
		output wire 	[MAX_WIDTH-1:0] q);
	genvar i;
	generate
		for (i = 0; i < MAX_WIDTH; i = i+1) begin : DFF_gen
			dff_sclr DFFx (
				.d(d[i]),
				.clk(clk),
				.en(en),
				.sclr(sclr),
				.rst(rst),
				.q(q[i])
			);
		end
	endgenerate
endmodule	
`timescale 1ns / 1ps
module shift_unit #(parameter N = 8)(
	input wire [1:0] 	 shamt,
	input wire [N-1:0] dataa,
	output reg [N-1:0] dataout);
always @* begin
	case (shamt)
		2'b00: dataout = dataa;  
		2'b01: dataout = {1'b0, dataa[N-1:1]};  
		2'b10: dataout = {dataa[N-2:0], 1'b0};  
		default: dataout = {N{1'b0}};   
	endcase
end
endmodule
module system_memory #(parameter MAX_WIDTH = 8,
											ADDR_WIDTH = 3)
(		input wire  clk,
		input wire  rst,
		input wire  [MAX_WIDTH-1:0] data_in,   
		output wire [MAX_WIDTH-1:0] data_out,  
		output wire [MAX_WIDTH-1:0] addr_b,    
		input wire  enaf,
		input wire 	[2:0] selop,
		input wire  [1:0] shamt,
		output wire C,
		output wire N,
		output wire P,
		output wire Z,
		input wire  bank_wr_en,
		input wire  [ADDR_WIDTH-1:0] BusB_addr,
		input wire  [ADDR_WIDTH-1:0] BusC_addr,
		input wire	sclr,
		input wire  ir_en,
		input wire  mar_en,
		input wire  mdr_en,
		input wire  mdr_alu_n,
		output wire [4:0] out_IR);
wire [MAX_WIDTH-1:0] busA, busB, busALU, busC, IR_s;
assign out_IR = IR_s[7:3];
ALU #(.MAX_WIDTH(MAX_WIDTH)) ALU(
	.clk(clk),
	.rst(rst),
	.busA(busA),
	.busB(busB),
	.selop(selop),
	.shamt(shamt),
	.enaf(enaf),
	.busC(busALU),
	.C(C),
	.N(N),
	.P(P),
	.Z(Z));
RegisterFile #(.DATA_WIDTH(MAX_WIDTH), .ADDR_WIDTH(ADDR_WIDTH)) RegisterBank (
	.clk(clk),
	.wr_en(bank_wr_en),
	.w_addr(BusC_addr),
	.r_addr(BusB_addr),
	.w_data(busC),
	.r_data(busA),  
	.r2_data(busB));
reg_DFF_sclr #(.MAX_WIDTH(MAX_WIDTH)) IR(
	.clk(clk),
	.rst(rst),
	.en(ir_en),
	.sclr(sclr),
	.d(busC),
	.q(IR_s));
reg_DFF_sclr #(.MAX_WIDTH(MAX_WIDTH)) MAR(
	.clk(clk),
	.rst(rst),
	.en(mar_en),
	.sclr(1'b0),
	.d(busC),
	.q(addr_b));
mdr #(.MAX_WIDTH(MAX_WIDTH)) MDR(
	.clk(clk),
	.en(mdr_en),
	.rst(rst),
	.sclr(1'b0),
	.busALU(busALU),
	.busRAM(data_in),
	.mdr_alu_n(mdr_alu_n),
	.busDATA_OUT(data_out),
	.busC(busC));
endmodule	
==> design/flow/run.sh <==
#!/bin/bash
# OpenROAD 26Q1-2900-gdf79404cd8, Yosys 0.63+post, stock flow scripts
make -C /OpenROAD-flow-scripts/flow DESIGN_CONFIG=/design/flow/config.mk WORK_HOME=/design/flow/orfs finish
==> design/flow/config.mk <==
export PLATFORM = sky130hd
export DESIGN_NAME = system_memory
export DESIGN_NICKNAME = system_memory
export VERILOG_FILES = /design/flow/design.v
export SDC_FILE = /design/flow/constraint.sdc
export NUM_CORES = 4
export LEC_CHECK = 1
export CORE_UTILIZATION = 30
==> design/flow/constraint.sdc <==
current_design system_memory

set clk_period 7.7
set clk_io_pct 0.2

create_clock -name clk0 -period $clk_period [get_ports {clk}]

set non_clock_inputs [all_inputs -no_clocks]
set_input_delay [expr $clk_period * $clk_io_pct] -clock clk0 $non_clock_inputs
set_output_delay [expr $clk_period * $clk_io_pct] -clock clk0 [all_outputs]
==> flow_summary.toml <==
# flow metrics
[detailed_routing]
diodes = 0
drc = 0
firstDrtPassIters = 23
drtIter0Drc = 201
via_per_inst = 4.794
drt_wl_total_um = 11780
vias = 3452
wl_per_cell_um = 16.36
ant_nets = 0

[synth]
yosys-top-cells-count = "edfxtp_1, inv_1, dfrtp_1"
yosys_warnings = 5
postSynthCellCount = 441
ys_cells = 441
top_cell = "edfxtp_1"
ys_area_um2 = 5598
synth_area_um2 = 5598
synth.top_cell.area_share_pct = 34.33
synth_top_flop_cell = "edfxtp_1"
numSynthFlops = 97
area_leaders = "edfxtp_1, dfrtp_1, ha_1, mux4_2, mux2_2"
edf_count = 64
postSynthSeqShare_pct = 49.08
synth_area_per_cell_um2 = 12.69
synthArstFlopShare_pct = 34.02
ys_types = 60
top_area_cell = "edfxtp_1"

[floorplan]
dieArea_um2 = 19210
num_rows = 49
ios = 53
die_h_um = 138.6
fp_util_pct = 30.85
core_area_um2 = 18150
die_w_um = 138.6

[power_and_ir_drop]
ir_drop_v = 0.0001283
leakagePower_nw = 2.589
power_frac_comb_pct = 22.0
power.density_nw_per_um2 = 203.0
swShare_pct = 25.04
intPower_mw = 1.006
p_seq_share_pct = 46.0
p_switching_mw = 0.3358
pwr-share-clk_pct = 32.0

[finish]
area_growth_pct = 18.06
utilization_pct = 36.42
largest_reg_flops = 64
stdcell_count = 720
n_fill_cell = 1757
drive_above_1_share_pct = 18.33

[setup_path]
end_kind = "flop"
reg2reg_slack_ps = 1930
cp.arrival_ps = 7460
cp-start-kind = "input port"
required_ps = 7970
critPathKind = "in -> reg"
path_max_fanout = 4

[timing]
hold_viol = 0
min_period_ps = 7198
fin_crit_sh_pct = 93.47
slew_headroom_pct = 34.39
max_freq_mhz = 138.9
grt_setup_unrepaired = "false"
worst_pin_slew_ps = 980.6
drv_slew = 0
holdWs_ps = 492.1
finalSetupViolations = 0
fin_skew_ps = 5.897
tns_ps = 0

[run]
cap_viol_max_count = 0
warnings = 34

[grt]
grt_max_degree = 34
grt_first_pass_wirelength_um = 19230
grt_pass1_vias = 3613
grt_antenna_before_repair = 0
grt.total_usage_pct = 13.32
grt.overflow.total = 0

[clock_network]
post-cts-setup-buffer-count = 0
cts_tree = "done"
clk_pin_slew_ps = 60
post_cts_resized = 0
numCtsBuffers = 9
cts_root_buffer = "clkbuf_16"
holdBufCountCts = 0
clk_latency_ps = 340
clock_sinks = 97
htreeDepth = 3
cts.path.max_buffers = 2

[placed_design]
dpl.hpwl_um = 8813
placed_cells = 704
numPortBuffers = 52
gp_congestion = 0.8682

[worst_hold_path]
min_path_type = "reg -> reg"

[status]
outcome = "finished, final reports clean"
routing by layer:
layer | wire length (um) | vias up | share of wire (%) | track usage, %
met5 | 0 | - | 0 | 0
met4 | 180 | 0 | 1.5 | 1.774
met3 | 1087 | 15 | 9.2 | 6.263
met2 | 5302 | 125 | 45 | 20.04
met1 | 5212 | 1644 | 44 | 18.60
li1 | - | 1668 | - | -
critical path, stage by stage:
cell and delay, ps:
clkdlybuf4s50_1 500, mux4_2 370, mux2i_1 110, inv_1 110, ha_1 160, inv_1 50
fa_1 420, fa_1 430, fa_1 430, fa_1 430, fa_1 430, fa_1 450
nor2b_1 140, a21oi_1 110, o21ai_0 140, o21bai_1 190, a21oi_1 230, a21oi_1 90
or2_2 300, ha_1 290, xor2_1 170, xnor3_1 220, a21oi_1 150
layout make-up:
class,instances,area [um^2],area share [%]
Sequential cell,97,2748,41.58
Multi-Input combinational cell,262,2439,36.90
Timing Repair Buffer,75,693.2,10.49
Tap cell,229,286.5,4.335
Clock buffer,11,232.7,3.521
Inverter,41,153.9,2.329
Clock inverter,5,56.30,0.8519
through the flow:
| step | setup WS [ps] | total power [mW] | instance area [um^2] |
|---|---|---|---|
| floorplan | 687.3 | 0.8262 | 5598 |
| global placement | 186.4 | 0.9230 | 6320 |
| detailed placement | 111.3 | 0.9261 | 6320 |
| CTS | 470.0 | 1.356 | 6609 |
| global route | 82.88 | 1.409 | 6609 |
| finish | 502.4 | 1.341 | 6609 |
cell usage in the layout (no fill, tap or decap), drive strengths merged, types with 8 or more instances in the layout:
master and instances:
nor2b 9, buf 23, dfrtp 33, clkdlybuf4s50 52, mux2i 17, mux2 27
nand2b 8, o21ai 13, edfxtp 64, clkbuf 11, nand2 19, nor2 30
ha 31, a21oi 11, mux4 16, inv 40
kinds of logic (layout without fill, tap and decap cells):
family                   after synthesis  count (layout)  share of synthesized area, %
flip-flops                            97              97                         49.08
AND/OR/NAND/NOR                       85              85                         7.533
buffers and inverters                 82             132                         7.354
AND-OR/OR-AND                         69              69                         9.075
multiplexers                          60              60                         15.71
adder cells (fa/ha/maj)               38              38                         9.432
XOR/XNOR                              10              10                         1.811
worst paths after layout:
kind                                              startpoint                       endpoint  depth (start not counted)
worst max-delay path                            BusB_addr[0]                       ALU.FR.P                         23
worst min-delay path                                ALU.FR.N                       ALU.FR.N                          2
worst max register to register  RegisterBank.array_reg[7][0]                       ALU.FR.P                         22
worst min register to register                      ALU.FR.N                       ALU.FR.N                          2
max in group asynchronous                                rst  MDR.regiRAM.DFF_gen[2].DFFx.q                          3
min in group asynchronous                                rst           IR.DFF_gen[4].DFFx.q                          3
power groups by stage:
stage	combinational [mW]	sequential (mW)	clock [mW]
after CTS	0.300	0.618	0.438
after global routing	0.329	0.621	0.458
final	0.295	0.617	0.429
Power is estimated from default activity; no workload was simulated.
